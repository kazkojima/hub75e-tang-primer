--- config.mk ---
export PLATFORM = sky130hd
export DESIGN_NAME = spi_satellite
export DESIGN_NICKNAME = spi_satellite
export VERILOG_FILES = /design/flow/design.v
export SDC_FILE = /design/flow/constraint.sdc
export NUM_CORES = 4
export LEC_CHECK = 1
export CORE_UTILIZATION = 30
--- constraint.sdc ---
current_design spi_satellite

set clk_period 2.9
set clk_io_pct 0.2

create_clock -name clk0 -period $clk_period [get_ports {clk}]

set non_clock_inputs [all_inputs -no_clocks]
set_input_delay [expr $clk_period * $clk_io_pct] -clock clk0 $non_clock_inputs
set_output_delay [expr $clk_period * $clk_io_pct] -clock clk0 [all_outputs]
--- design.v ---
module pll (
	    input refclk,
	    input reset,
	    output extlock,
	    output clk0_out)
;
   wire 	   clk0_buf;
   EG_LOGIC_BUFG bufg_feedback(.i(clk0_buf), .o(clk0_out));
   EG_PHY_PLL #(
		.DPHASE_SOURCE("DISABLE"),
		.DYNCFG("DISABLE"),
		.FIN("24.000"),
		.FEEDBK_MODE("NORMAL"),
		.FEEDBK_PATH("CLKC0_EXT"),
		.STDBY_ENABLE("DISABLE"),
		.PLLRST_ENA("ENABLE"),
		.SYNC_ENABLE("ENABLE"),
		.DERIVE_PLL_CLOCKS("DISABLE"),
		.GEN_BASIC_CLOCK("DISABLE"),
		.GMC_GAIN(6),
		.ICP_CURRENT(3),
		.KVCO(6),
		.LPF_CAPACITOR(3),
		.LPF_RESISTOR(2),
		.REFCLK_DIV(24),
		.FBCLK_DIV(16),
		.CLKC0_ENABLE("ENABLE"),
		.CLKC0_DIV(30),
		.CLKC0_CPHASE(30),
		.CLKC0_FPHASE(0)
		)
   pll_inst (
	     .refclk(refclk),
	     .reset(reset),
	     .stdby(1'b0),
	     .extlock(extlock),
	     .psclk(1'b0),
	     .psdown(1'b0),
	     .psstep(1'b0),
	     .psclksel(3'b000),
	     .psdone(open),
	     .dclk(1'b0),
	     .dcs(1'b0),
	     .dwe(1'b0),
	     .di(8'b00000000),
	     .daddr(6'b000000),
	     .do({open, open, open, open, open, open, open, open}),
	     .fbclk(clk0_out),
	     .clkc({open, open, open, open, clk0_buf})
);
endmodule  
module spi_satellite (
   input wire 	     clk,
   input wire 	     resetn,
   input wire 	     spi_clk,
   input wire 	     spi_mosi,
   input wire 	     spi_cs,
   output reg [31:0] read_value,
   output reg [0:0]  first_word,
   output reg [0:0]  done,
   output wire       idle
);
   parameter CPOL = 0;
   parameter CPHA = 0;
   parameter LSBFIRST = 0;
   parameter TIMEOUT__NOT_CS = 0;
   parameter TIMEOUT_CYCLES  = 2;
   reg [6:0] 	     state = 0;  
   reg [31:0] 	     value_int = 0;
   wire [0:0] 	     sample;
   wire [0:0] 	     write;
   reg [0:0] 	     spi_clk_reg;     
   reg [0:0] 	     spi_clk_pre;     
   reg [0:0] 	     spi_cs_reg;      
   reg [0:0] 	     spi_cs_pre;      
   reg [0:0] 	     spi_mosi_reg;    
   reg [0:0] 	     spi_mosi_pre;    
   reg [0:0] 	     reset_timeout;   
   reg [0:0] 	     first_word_int;  
   assign sample =    (CPOL ^  (CPHA ^ spi_clk_reg))
     && (CPOL ^ !(CPHA ^ spi_clk_pre));
   assign write  =    (CPOL ^ !(CPHA ^ spi_clk_reg))
     && (CPOL ^  (CPHA ^ spi_clk_pre));
   assign idle = timeout_expired;
   localparam TIMEOUT_CYCLE_BITS = TIMEOUT__NOT_CS * ($clog2(TIMEOUT_CYCLES)-1);
   reg [TIMEOUT_CYCLE_BITS:0] timeout_counter = 0;
   reg [0:0] 		      timeout_expired = 1;
   always @(posedge clk) begin
      if (!resetn) begin
         state           <= 0;
         reset_timeout   <= 1;
         done            <= 0;
         timeout_counter <= 0;
         timeout_expired <= 1;
         first_word      <= 0;
         spi_clk_reg     <= 0;
         spi_clk_pre     <= 0;
      end else begin
         timeout_counter <= reset_timeout ? TIMEOUT_CYCLES :
                            (timeout_counter ? timeout_counter - 1 : 0);
         if (!TIMEOUT__NOT_CS) begin
            timeout_expired <= spi_cs_reg;
         end else begin
            timeout_expired <= !timeout_counter;
         end
         spi_cs_reg <= spi_cs;
         spi_cs_pre <= spi_cs_reg;
         spi_clk_reg  <= spi_clk;
         spi_clk_pre  <= spi_clk_reg;
         spi_mosi_reg <= spi_mosi;
         spi_mosi_pre <= spi_mosi_reg;
         reset_timeout <= 0;
         read_value <= 0;
         first_word <= 0;
         done <= 0;
         if (!spi_cs_reg && spi_cs_pre) first_word_int <= 1;
         if (timeout_expired) begin
            state <= 0;
            reset_timeout <= 1;
         end else if (sample) begin
            reset_timeout <= 1;  
            value_int <= LSBFIRST ? {spi_mosi, value_int[31:1]}
                         : {value_int[30:0], spi_mosi};
            if (state < 32) begin
               state <= state + 1;
            end
         end else if (state == 32) begin
            first_word     <= first_word_int;
            first_word_int <= 0;
            read_value     <= value_int;
            done           <= 1;
            state          <= 0;
         end
      end
   end  
endmodule
module hub75e_if (
		  input 	clk,
		  input 	resetn,
		  output [4:0] 	lines,
		  output 	hub_ck,
		  output 	hub_st,
		  output reg	hub_oe,
		  output [10:0] ram_addr,
		  output reg 	frame_clk
);
   reg [10:0] 			   hub_addr;
   reg [4:0] 			   line;
   reg [1:0] 			   state = 0;
   assign ram_addr = hub_addr;
   assign hub_ck = clk & ~frame_clk;
   assign hub_st = clk & frame_clk;
   assign lines = hub_addr[10:6] - 1;
   always @(negedge clk) begin
      if (!resetn) begin
	 state <= 0;
	 hub_addr <= 0;
	 line <= 0;
	 frame_clk <= 0;
	 hub_oe <= 0;
      end
      if (state == 0) begin
	 if (hub_addr[5:0] == 63) begin
	    frame_clk <= 1;
	    hub_oe <= 1;
	    state <= 1;
	 end else begin
	    hub_addr <= hub_addr + 1;
	    frame_clk <= 0;
	    state <= 0;
	 end
      end
      else if (state == 1) begin
	 state <= 2;
      end
      else if (state == 2) begin
	 frame_clk <= 0;
	 hub_addr <= hub_addr + 1;
	 state <= 3;
      end
      else if (state == 3) begin
	 hub_oe <= 0;
	 state <= 0;
      end
   end  
endmodule  
module pixram (
	       input wire 	 clk,
	       input wire 	 read,
	       input wire 	 write,
	       input wire [10:0] raddr,
	       input wire [10:0] waddr,
	       output reg [31:0] data_out,
	       input wire [31:0] data_in
);
   reg [31:0] 			 mem[0:2048-1];
   always @(posedge clk) begin
      if (write) begin
         mem[waddr] <= data_in;
      end
      if (read) begin
	 data_out <= mem[raddr];
      end
   end  
endmodule  
module hub75e (
	       input wire 	 CLK_IN,
	       input wire 	 USER_KEY,
	       output wire [2:0] RGB_LED,
	       output wire 	 hub_R1,
	       output wire 	 hub_G1,
	       output wire 	 hub_B1,
	       output wire 	 hub_R2,
	       output wire 	 hub_G2,
	       output wire 	 hub_B2,
	       output wire 	 hub_E,
	       output wire 	 hub_A,
	       output wire 	 hub_B,
	       output wire 	 hub_C,
	       output wire 	 hub_D,
	       output wire 	 hub_CK,
	       output wire 	 hub_ST,
	       output wire 	 hub_OE,
	       output wire 	 dbg_0,
	       output wire 	 dbg_1,
	       input wire 	 spi_clk,
 	       input wire 	 spi_mosi,
	       input wire 	 spi_cs
);
   reg [5:0] 			 reset_cnt = 0;
   wire 			 presetn = &reset_cnt;
   reg 				 uresetn = 0;
   wire 			 resetn = presetn & uresetn;
   always @(posedge CLK_IN) begin
      reset_cnt <= reset_cnt + !presetn;
      uresetn <= USER_KEY;
   end
   wire   clock;
   wire   extlock;
   pll pll0(CLK_IN, 1'b0, extlock, clock);
   wire [31:0] ram_wdata;
   wire [10:0] ram_raddr;
   wire [15:0] ram_rdata1;
   wire [15:0] ram_rdata2;
   wire frame_clk;
   wire spi_firstword;
   wire spi_done;
   wire spi_idle;
   reg [10:0] spi_word_count = 0;
   reg 	      first_cycle_done = 0;
   spi_satellite spi(clock, resetn, spi_clk, spi_mosi, spi_cs,
		 ram_wdata, spi_firstword, spi_done, spi_idle);
   always @(posedge clock) begin
       if (!resetn) begin
	 spi_word_count <= 0;
	 first_cycle_done <= 0;
      end
      if (spi_firstword || spi_idle) begin
         spi_word_count <= 0;
      end
      if (spi_done) begin
         spi_word_count <= spi_word_count + 1;
 	 if (&spi_word_count) begin
	    first_cycle_done <= 1;
	 end
      end
   end  
   pixram pram(clock, 1'b1, spi_done, ram_raddr, spi_word_count,
	      {ram_rdata2, ram_rdata1}, ram_wdata);
   wire [4:0] lines;
   assign { hub_E, hub_D, hub_C, hub_B, hub_A } = lines;
   hub75e_if hubif(clock, resetn, lines, hub_CK, hub_ST, hub_OE, ram_raddr, frame_clk);
   reg [9:0] frame_count;
   always @(posedge frame_clk) begin
      if (!resetn) begin
	 frame_count <= 0;
      end
      else begin
	 frame_count <= frame_count + 1;
      end
   end
   wire enable;
   assign       enable = first_cycle_done;
   assign hub_R1 = (ram_rdata1[14:10] > frame_count[9:5]) & enable;
   assign hub_G1 = (ram_rdata1[9:5] > frame_count[9:5]) & enable;
   assign hub_B1 = (ram_rdata1[4:0] > frame_count[9:5]) & enable;
   assign hub_R2 = (ram_rdata2[14:10] > frame_count[9:5]) & enable;
   assign hub_G2 = (ram_rdata2[9:5] > frame_count[9:5]) & enable;
   assign hub_B2 = (ram_rdata2[4:0] > frame_count[9:5]) & enable;
   assign RGB_LED[0] = 1'b1;
   assign RGB_LED[1] = 1'b1;
   assign RGB_LED[2] = spi_cs;
   assign dbg_0 = &spi_word_count;
   assign dbg_1 = first_cycle_done;
endmodule  
--- run.sh ---
#!/bin/bash
# OpenROAD 26Q1-2900-gdf79404cd8, Yosys 0.63+post, stock flow scripts
make -C /OpenROAD-flow-scripts/flow DESIGN_CONFIG=/design/flow/config.mk WORK_HOME=/design/flow/orfs finish
==> out/metrics.json <==
{
  "clock_network": {
    "cts-resized-gates": 0,
    "worstSkewPairLatency_ns": 0.34,
    "clock_slew_seen_by_the_registers_of_the_worst_setup_and_hold_paths_ns": 0.07,
    "cts_inserted_buffers": 9,
    "deepest_clock_path_buffer_count": 2,
    "postCtsSetupRepairBufs": 0,
    "hold_buffers": 0,
    "tritoncts": "built",
    "cts_root_buffer_type": "clkbuf_8",
    "numClockSinks": 79,
    "cts_htree_levels": 3
  },
  "drt": {
    "first_pass_detailed_route_iteration_total": 17,
    "detail_route.iter0.violations": 62,
    "drc_errors": 0,
    "ant_nets": 0,
    "insertedDiodeCount": 0,
    "wl_um": 4110,
    "wl_per_cell_um": 12.8,
    "viasPerCell": 4.36,
    "num_vias": 1398
  },
  "placement": {
    "place.detailed.hpwl_um": 2440,
    "place.port_buffers": 39,
    "finalWeightedCongestion": 0.752
  },
  "final_timing": {
    "timing.final.setup_violations": 0,
    "max_slew_headroom_pct": 65.8,
    "hold_violations": 0,
    "fmaxAchievable_mhz": 536,
    "timing.final.crit_period_ns": 1.87,
    "drv_slew": 0,
    "setup_total_negative_slack_ns": 0,
    "finClkSkew_ns": 0.00651,
    "timing.final.crit_share_pct": 64.4,
    "grt_setup_unrepaired": "no",
    "timing_worst_slew_pin_value_ns": 0.506
  },
  "critical_path": {
    "worst_reg_to_reg_cells": 4,
    "critPathTopFamily": "buffers and inverters",
    "critPathKind": "flip-flop to primary output",
    "r2r-end": "first_word_int",
    "r2r_slack_ns": 1.11,
    "number_of_buffer_and_inverter_stages_on_the_critical_path": 1,
    "cp_max_fo": 4,
    "startpoint_type": "flip-flop",
    "max_stage_delay_ns": 0.50,
    "worst-endpoint-arrival_ns": 1.29,
    "reg2reg_from": "state[3]",
    "critical_path_cell_list": "clkdlybuf4s50_1",
    "cpMaxStageDelayCell": "clkdlybuf4s50_1",
    "critPathRequiredTime_ns": 2.32,
    "endpoint_kind": "primary output"
  },
  "logic_synthesis": {
    "post-synth-top-area-cell": "edfxtp_1",
    "post_synth_instance_area_um2": 2770,
    "yosysTopAreaCellShare_pct": 72.6,
    "yosys.stat.chipArea_um2": 2770,
    "number_of_instances_in_the_synthesized_netlist": 159,
    "synth.yosys.warnings": 1,
    "postSynthSeqShare_pct": 81.3,
    "post_synth_main_area_contributors": "edfxtp_1, dfxtp_1, and2_1",
    "netlist-cell-type-count": 26,
    "yosys_stat_cell_total": 159,
    "yosys_register_bits": 79,
    "syn_area_per_cell_um2": 17.4
  },
  "run_status": {
    "run_status": "completed"
  },
  "finish": {
    "post-route-util_pct": 39.4,
    "top_regs": "read_value: 32 flops, value_int: 32 flops, state: 7 flops",
    "ff_latch_area_um2": 2250,
    "final-comb-area_um2": 483,
    "fillerInstances": 807,
    "post_route_cells_drive_above_1_share_pct": 15.0,
    "area_growth_from_synthesis_to_layout_pct": 25.7
  },
  "global_route": {
    "grt_antenna_before_repair": 0,
    "first_global_vias": 1382,
    "total_global_routing_overflow": 0,
    "global_route.usage.total_pct": 9.62,
    "grt_max_degree": 40,
    "wire_length_of_the_first_global_routing_pass_um": 6820
  },
  "min_path": {
    "hp-class": "flip-flop to flip-flop",
    "whs_endpoint": "value_int[20]",
    "min_from": "value_int[19]",
    "whs_path_depth": 0
  },
  "floorplanning": {
    "core_um2": 8850,
    "dieArea_um2": 9620,
    "die_width_um": 98.1,
    "std_cell_rows": 34,
    "die_h_um": 98.1,
    "ioPinCount": 40,
    "floorplan.core_util_pct": 31.3
  },
  "power": {
    "cellLeakagePower_nw": 1.20,
    "ir_drop_mv": 0.198,
    "power_density_nw_per_um2": 594
  },
  "run": {
    "warning_count": 26,
    "cap_violations": 0
  }
}
cells in the final DEF (no fill, tap or decap), drive strengths merged, types with 2 or more instances in the layout:
| cell type | netlist | routed |
|---|---|---|
| a21oi | 4 | 4 |
| and2 | 37 | 37 |
| buf | 1 | 4 |
| clkbuf | 3 | 10 |
| clkdlybuf4s50 | 0 | 38 |
| clkinv | 0 | 4 |
| dfxtp | 12 | 12 |
| edfxtp | 67 | 67 |
| ha | 2 | 2 |
| inv | 4 | 4 |
| nand2 | 3 | 3 |
| nand3 | 5 | 5 |
| nor4 | 2 | 2 |
| o21ai | 5 | 5 |
| or3 | 3 | 3 |
| or4b | 2 | 2 |
cells by family (layout without fill, tap and decap cells):
group / Yosys count / count (layout) / share of synthesized area, %
AND-OR/OR-AND: 10 / 10 / 1.94
adder cells (fa/ha/maj): 2 / 2 / 0.903
buffers and inverters: 8 / 62 / 1.26
flip-flops: 79 / 79 / 81.3
AND/OR/NAND/NOR: 60 / 60 / 14.6
worst max-delay path by stage:
stage / start / endpoint / slack (ns) / cells past startpoint
4_1_cts: timeout_expired / idle / 1.01 / 1
5_1_grt: timeout_expired / idle / 0.98 / 1
6_report: timeout_expired / idle / 1.03 / 1
power by group:
group | leakage, nW | switching [mW] | internal, mW
Clock | 0.0960 | 0.371 | 0.394
Sequential | 0.758 | 0.00925 | 1.24
Combinational | 0.347 | 0.0220 | 0.0287
Total | 1.20 | 0.403 | 1.67
area by class of cell:
| class | count | area share (%) |
|---|---|---|
| clock buffers | 10 | 3.67 |
| clock inverters | 6 | 1.76 |
| inverters | 4 | 0.431 |
| multi-input cells | 72 | 13.9 |
| flip-flops and latches | 79 | 64.7 |
| well taps | 108 | 3.88 |
| repair buffers | 42 | 11.7 |
metal layers:
layer | global-route usage, % | vias to the layer above | share of wire, %
met4 | 1.75 | 0 | 2.1
met1 | 15.0 | 669 | 46
met5 | 0 | - | 0
met3 | 4.14 | 10 | 7.4
met2 | 13.6 | 43 | 44
li1 | - | 676 | -
through the flow:
stage	power (mW)	hold slack [ns]	setup WS [ns]	instance area [µm²]	std cells
global route	2.15	0.450	0.985	3480	321
finish	2.07	0.444	1.03	3480	321
floorplan	1.29	0.417	0.822	2770	159
global placement	1.33	0.426	0.877	3290	305
detailed placement	1.33	0.425	0.850	3290	305
CTS	2.10	0.446	1.01	3480	321
synth_stat cells:
master,n
nand2b_1,1
or4_1,1
o41ai_1,1
o21ai_0,5
or2b_2,1
inv_1,4
or4b_1,1
a21oi_1,4
nand2_1,3
edfxtp_1,67
or3_1,3
dfxtp_1,12
nor2_1,1
ha_1,2
and2_1,27
nor3_1,1
nand3_1,5
nor2b_1,1
nor4_4,1
and2_2,10
clkbuf_2,3
nor4b_1,1
buf_2,1
and2b_1,1
nor4_1,1
or4b_4,1
Power is estimated from default activity; no workload was simulated.
